--- flow/run.sh ---
#!/bin/bash
# OpenROAD 26Q1-2900-gdf79404cd8, Yosys 0.63+post, stock flow scripts
make -C /OpenROAD-flow-scripts/flow DESIGN_CONFIG=/design/flow/config.mk WORK_HOME=/design/flow/orfs finish
--- flow/config.mk ---
export PLATFORM = sky130hd
export DESIGN_NAME = pc
export DESIGN_NICKNAME = pc
export VERILOG_FILES = /design/flow/design.v
export SDC_FILE = /design/flow/constraint.sdc
export NUM_CORES = 4
export LEC_CHECK = 1
export CORE_UTILIZATION = 50
--- flow/constraint.sdc ---
current_design pc

set clk_period 8.9
set clk_io_pct 0.2

create_clock -name clk0 -period $clk_period [get_ports {i_sys_clk}]

set non_clock_inputs [all_inputs -no_clocks]
set_input_delay [expr $clk_period * $clk_io_pct] -clock clk0 $non_clock_inputs
set_output_delay [expr $clk_period * $clk_io_pct] -clock clk0 [all_outputs]
--- flow/design.v ---
module pc #(
    parameter ADDR_WIDTH = 16,
    parameter OFFSET_WIDTH = 8
) (
    input   logic                       i_sys_clk,
    input   logic                       i_sys_rstn,
    input   logic                       i_scan_en,   
    input   logic                       i_scan_in,
    output  logic                       o_scan_out,
    input   logic                       i_stall,     
    input   logic                       i_is_branch,
    input   logic                       i_predict_taken,
    input   logic   [OFFSET_WIDTH-1:0]  i_disp,
    input   logic   [ADDR_WIDTH-1:0]    i_rf_addr_n,
    input   logic                       i_jcond,
    input   logic                       i_jal,
    input   logic                       i_mispredict,
    input   logic   [ADDR_WIDTH-1:0]    i_correct_pc,
    output  logic                       o_writeback_enable,
    output  logic   [ADDR_WIDTH-1:0]    o_writeback_data, 
    output  logic   [ADDR_WIDTH-1:0]    o_pc2imem
);
logic   [ADDR_WIDTH-1:0]    r_pc;
logic   [ADDR_WIDTH-1:0]    r_writeback_data;
logic                       r_writeback_enable;
logic   [ADDR_WIDTH-1:0]    r_pc_normal, r_pc_taken, r_pc_predict;
logic   [ADDR_WIDTH-1:0]    r_rf_addr;
assign r_pc_normal = r_pc + 1'b1;
assign r_pc_taken = r_pc + 1'b1 + {{OFFSET_WIDTH{i_disp[OFFSET_WIDTH-1]}}, i_disp};
assign r_rf_addr = ~i_rf_addr_n;
always_comb begin
    r_pc_predict = r_pc_normal;  
    if (i_is_branch | i_jcond) begin
        if (i_predict_taken)
        r_pc_predict = i_is_branch ? r_pc_taken : r_rf_addr; 
    end 
    else if (i_jal)
        r_pc_predict = r_rf_addr;
end
logic   [ADDR_WIDTH-1:0]    r_pc_next;
logic                       r_scan_out;
assign r_pc_next =  (i_mispredict)  ?   i_correct_pc    :
                    (i_stall)       ?   r_pc            :
                    r_pc_predict;
always_ff @(posedge i_sys_clk or negedge i_sys_rstn) begin
    if (!i_sys_rstn)
        r_pc <= 'd0;
    else if (i_scan_en)
        r_pc <= {r_pc[ADDR_WIDTH-2:0], i_scan_in};
    else 
        r_pc <= r_pc_next;
end
always_ff @(posedge i_sys_clk or negedge i_sys_rstn) begin
    if (!i_sys_rstn)
        r_scan_out <= 1'b0;
    else 
        r_scan_out <= r_pc[ADDR_WIDTH-1];
end
assign o_pc2imem = r_pc;
assign o_scan_out = r_scan_out;
always_ff @(posedge i_sys_clk or negedge i_sys_rstn) begin
    if (!i_sys_rstn) begin
        r_writeback_enable <= 1'b0;
        r_writeback_data <= 'd0;
    end else begin
        r_writeback_enable <= (!i_jcond & i_jal);
        if (i_jal & !i_jcond)
            r_writeback_data <= r_pc_next + 1'b1;
    end
end
assign o_writeback_enable = r_writeback_enable;
assign o_writeback_data = r_writeback_data;
endmodule
==> deck_impl_summary.md <==
Key Metrics from the Run

Yosys
  • Yosys warning total: 1
  • Ranking of synthesized cells by area: dfrtp_1 (24%), ha_1 (7.1%), o21ai_0 (6.5%), nand2_1 (6.5%), xnor2_1 (5.2%)
  • Post-synth top cells: nand2_1 (61), o21ai_0 (46), dfrtp_1 (34)
  • Cell Type Count: around 74
  • Most common cell in the netlist: nand2_1
  • Synth top area share: 0.241
  • Post-synthesis cell area: 0.00353 mm²
  • Synthesis area per yosys: about 0.0035 mm²
  • Cell count after synthesis: 446
  • Commonest flop: dfrtp_1
  • Post-synth ARST share: 1.00
  • Number of cells in Yosys stat: roughly 450
  • Number of synthesized flops with an enable pin: 0
  • Yosys top cell by area: dfrtp_1
  • Post-synth seq share: 0.241
  • #FFs+latches synth: 34
  • Synthesized area per cell: 7.91 µm²

Floorplanning
  • Die area: approximately 0.0074 mm²
  • I/O Pins: 84
  • Floorplan utilization: 0.520
  • FP Rows: 30
  • Die height: 86.0 µm
  • Core area: 0.00679 mm²
  • Die Span X: ~86 µm

Power and ir drop
  • Max VDD drop: about 0.11 mV
  • Clock power frac: 0.153
  • Combinational power share: 0.520
  • P_int: slightly above 400 µW
  • Sw frac: 0.380
  • Sequential power share: 0.326
  • Power Density: roughly 150 mW/mm²
  • Net load switching power: 250 µW
  • Static leakage: ~1.9 nW

Worst setup path
  • Worst-case reg-to-reg path depth: 14
  • Reg2reg setup slack: around 4.3 ns
  • R2R Path End: r_writeback_data[14]$_DFFE_PN0P_
  • Slowest cell delay on critical path: ~0.79 ns
  • CP Max Fanout: 23
  • Critical path arrival: ~5.7 ns
  • Critical Setup Path Class: primary input to register
  • RR Startpoint: r_pc[0]$_DFF_PN0_
  • CP Capture Type: register
  • Critical path, cell by cell: clkdlybuf4s50_1 -> or3b_4 -> and2_4 -> a221o_1 -> o21ai_1 -> ha_1 -> inv_1 -> a211o_1 -> nor4b_4 -> inv_2 -> or4_1 -> nand3_1
  • Crit path DRT: just over 9 ns
  • Critical path startpoint category: primary input
  • Critical-path top delay cell: clkdlybuf4s50_1

CTS
  • Clk sinks: 34
  • Total CTS buffers: 5
  • Late-Pin Clk Latency: about 0.27 ns
  • Clock Tree Root: clkbuf_8
  • Post-CTS resize count: 0
  • H-Tree Depth: 2
  • TritonCTS clock tree: built
  • Clock Tree Buf Depth: 2
  • Setup bufs post-CTS: 0
  • Cts hold-fix bufs: 0
  • Worst-path clk slew: around 0.060 ns

Final timing
  • Clock skew: ~0.0036 ns
  • Setup TNS: 0 ns
  • Fin crit period: around 5.5 ns
  • Setup Viol. Count Final: 0
  • Post-layout period usage: 0.616
  • Fin. Hold Viols: 0
  • Worst-Margin Slew: 0.897 ns
  • Final Max Tran Viols: 0
  • Relative max-transition margin: 0.393
  • Fin Hold WS: about 0.48 ns
  • FMAX: ~180 MHz
  • Unrepaired setup endpoints after global routing: no

Flow run
  • OpenROAD warnings: 29
  • Max-Cap Viols: 0

Routing
  • Via count: about 3700
  • Drt initial violations: between 200 and 300
  • Post-route ant nets: 0
  • # diodes: 0
  • Vias/cell: 6.00
  • Drt drc: 0
  • Routed len/inst: between 15 and 20 µm
  • WL final: around 11000 µm
  • Initial DRT Pass Iterations: 5

Hold path
  • Hold path start: r_writeback_data[13]$_DFFE_PN0P_
  • Worst hold endpoint: r_writeback_data[13]$_DFFE_PN0P_
  • Hold Path Depth: 2
  • HP Class: register to register

Placed design
  • Placer Congestion: 0.937
  • Post-detail-place hpwl: ~8400 µm
  • Post-DP Area: between 0.004 and 0.005 mm²
  • IO buf count: approximately 83

GRT
  • Remaining global-route overflow: 0
  • First-pass GRT wire length: around 17000 µm
  • Pin count of the biggest net entering global routing: 36
  • Initial antenna violation count: 0
  • All-Layer GR Usage: 0.298
  • Vias in the first global route: around 3400

Layout
  • Share of layout cells above drive strength 1: 0.0577
  • Fin area: 0.00450 mm²
  • Syn-to-layout area delta: 27.4%

Status
  • Outcome: finished, final reports clean
[routing by layer]
metal	wire length [µm]	global-route usage
met5	0	0
met4	127	0.0364
met3	638	0.0381
met2	5000	0.488
met1	4900	0.444
[worst max-delay path by stage]
stage                                   to  slack [ns]   startpoint
4_1_cts   r_writeback_data[14]$_DFFE_PN0P_        3.47  i_is_branch
5_1_grt   r_writeback_data[14]$_DFFE_PN0P_        3.21    i_disp[0]
6_report  r_writeback_data[14]$_DFFE_PN0P_        3.42  i_is_branch
[cell families (layout without fill, tap and decap cells)]
logic type / after synthesis / in the layout / share of synthesized area
fa+ha+maj: 21 / 21 / 0.0766
compound gates: 146 / 146 / 0.272
flops: 34 / 34 / 0.241
simple gates: 166 / 166 / 0.251
buf+inv: 35 / 109 / 0.0408
xor+xnor: 26 / 26 / 0.0645
mux: 18 / 18 / 0.0535
[through the flow]
step,util,worst slack [ns],instances,power (mW)
finish,0.662,3.42,616,0.658
global route,0.662,3.21,616,0.710
CTS,0.662,3.47,616,0.660
detailed placement,0.650,3.21,609,0.555
global placement,0.650,3.36,609,0.551
floorplan,-,4.28,446,0.415
[critical path: cells and delay by family]
kind                     cells  cell delay (ns)
buffers and inverters        3             0.93
adder cells (fa/ha/maj)      1             0.24
AND/OR/NAND/NOR              5             1.72
AND-OR/OR-AND                3             1.00
[sequential cells by signal, summed over array words and instances, names as in the netlist]
| name | count |
|---|---|
| r_pc | 16 |
| r_scan_out | 1 |
| r_writeback_data | 16 |
| r_writeback_enable | 1 |
[cell usage in the layout, fill, tap and decap left out, types with 6 or more instances in the layout]
master	instances
nand4_1	7
and2_1	6
or3_1	7
nand2_1	61
clkdlybuf4s50_1	83
nor3_1	7
inv_1	15
mux2i_1	11
mux2_2	7
a21o_1	10
dfrtp_1	34
o22ai_1	6
o21ai_0	46
ha_1	20
nor2_1	20
a21oi_1	29
xnor2_1	21
nand3_1	16
[power groups by stage]
stage / combinational, mW / sequential, mW / clock (mW)
4_1_cts: 0.341 / 0.214 / 0.105
5_1_grt: 0.379 / 0.219 / 0.111
6_report: 0.342 / 0.215 / 0.101
[layout make-up]
| class | instances | area [µm²] |
|---|---|---|
| tap | 96 | 120 |
| multi-input combinational | 377 | 2530 |
| inverter | 16 | 60.1 |
| clock buffer | 7 | 76.3 |
| sequential | 34 | 851 |
| fill | 577 | 2300 |
| timing repair buffer | 86 | 853 |
Power figures rest on the tool's default switching activity, not on a simulated workload.
