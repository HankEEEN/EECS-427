==> flow/design.v <==
module decoder(
    input logic [15:0] inst_i,
    input logic clk, 
    input logic rstn, 
    input logic Z_i, 
    input logic N_i, 
    input logic F_i,
    input logic scan_en_i, 
    input logic scan_i, 
    output logic scan_o, 
    output logic [15:0] r_dest_o, 
    output logic [15:0] r_src_o, 
    output logic rf_we_o,
    output logic [15:0] slave_we_o,
    output logic [3:0] alu_op_o, 
    output logic sub_o, 
    output logic [7:0] imm_o,
    output logic bcond_o, 
    output logic jcond_o,
    output logic dmem_we, 
    output logic alu_imm_o,
    output logic mov_o, 
    output logic lui_o, 
    output logic mem_o, 
    output logic alu_o, 
    output logic pc_o, 
    output logic shift_o, 
    output logic lsh_o, 
    output logic lshi_o 
); 
    localparam logic [15:0] NOP = 16'h0020;
    logic        Z_B, N, F; 
    logic [3:0]  r_dest_shift, r_src_shift; 
    logic [15:0] inst;
    logic        branch_flush;
    typedef enum logic unsigned [3:0] {
        ALU = 4'h0,  
        ANDI = 4'h1, 
        ORI = 4'h2,
        XORI = 4'h3,
        MEM = 4'h4,  
        ADDI = 4'h5, 
        SHIFT = 4'h8, 
        SUBI = 4'h9, 
        CMPI = 4'hb, 
        BCOND = 4'hc, 
        MOVI = 4'hd, 
        LUI = 4'hf 
    } opcode_e; 
    typedef enum logic unsigned [3:0] { 
        AND = 4'h1, 
        OR = 4'h2,
        XOR = 4'h3, 
        STOR = 4'h4, 
        ADD = 4'h5, 
        SUB = 4'h9, 
        CMP = 4'hb, 
        MOV = 4'hd,
        LOAD = 4'h0, 
        JAL = 4'h8, 
        JCOND = 4'hc  
    } op_ext_e; 
    typedef enum logic unsigned [3:0] {
        EQ = 4'h0,
        NE = 4'h1, 
        GT = 4'h6,  
        LE = 4'h7, 
        FS = 4'h8, 
        FC = 4'h9, 
        LT = 4'hc,
        GE = 4'hd 
    } branch_condition_e; 
    opcode_e opcode;
    op_ext_e op_ext;
    branch_condition_e branch_condition;
    always_ff @(posedge clk) begin 
        if(!rstn) begin 
            Z_B    <= 1;
            F    <= 0; 
            N    <= 0; 
            inst <= '0;  
        end else if(scan_en_i) begin
            Z_B    <= 1;
            F    <= 0; 
            N    <= 0;  
            inst <= {inst[14:0], scan_i};
        end else if (branch_flush) begin
            inst <= NOP;
        end else begin 
            Z_B    <= Z_i; 
            F    <= F_i; 
            N    <= N_i;
            inst <= inst_i[15:0];
        end 
    end 
    always_ff @(posedge clk) begin 
        if (!rstn) begin
            scan_o <= 1'b0; 
        end else begin 
            scan_o <= inst[15]; 
        end 
    end 
    logic [15:0] r_dest;
    logic [15:0] r_src;
    always_ff @(negedge clk) begin
        if (!rstn) begin
            slave_we_o <= 'd0;
        end else begin
            slave_we_o <= r_dest;
        end
    end
    always_comb begin  
        opcode = inst[15:12]; 
        r_dest_shift = inst[11:8]; 
        r_src_shift  = inst[3:0]; 
        branch_condition   = inst[11:8]; 
        op_ext = inst[7:4]; 
        imm_o    = inst[7:0]; 
        sub_o = 1'b0;
        alu_op_o = '0; 
        dmem_we = 1'b1; 
        rf_we_o = 1'b0;
        alu_imm_o = 1'b0;
        mov_o = 1'b0;
        lui_o = 1'b0;
        mem_o = 1'b0;
        alu_o = 1'b0;
        pc_o = 1'b0;
        shift_o = 1'b0;
        lsh_o = 1'b0;
        lshi_o = 1'b0;
        bcond_o = 1'b0; 
        jcond_o = 1'b0; 
        branch_flush = 1'b0;
        r_dest = 1'b1 << r_dest_shift;
        r_src = 1'b1 << r_src_shift;
        r_dest_o = r_dest;
        r_src_o = r_src; 
        case(opcode)
            ADDI: begin 
                alu_op_o = 4'b0001; 
                alu_imm_o = 1'b1; 
                alu_o = 1'b1;
                rf_we_o = 1'b1; 
                lui_o = 1'b1;                
            end 
            ANDI: begin 
                alu_op_o = 4'b0010; 
                alu_imm_o = 1'b1; 
                alu_o = 1'b1;
                rf_we_o = 1'b1; 
                lui_o = 1'b1;                
            end 
            ORI: begin 
                alu_op_o = 4'b0100; 
                alu_imm_o = 1'b1; 
                alu_o = 1'b1;
                rf_we_o = 1'b1; 
                lui_o = 1'b1;                
            end 
            XORI: begin 
                alu_op_o = 4'b1000; 
                alu_imm_o = 1'b1; 
                alu_o = 1'b1;
                rf_we_o = 1'b1; 
                lui_o = 1'b1;                
            end 
            SUBI: begin 
                alu_op_o = 4'b0001;                         
                sub_o = 1'b1; 
                alu_imm_o = 1'b1; 
                alu_o = 1'b1;
                rf_we_o = 1'b1; 
                lui_o = 1'b1;                
            end 
            CMPI: begin 
                alu_op_o = 4'b0001; 
                sub_o = 1'b1; 
                alu_imm_o = 1'b1; 
                alu_o = 1'b1;
                rf_we_o = 1'b0; 
                lui_o = 1'b1;                
            end
            ALU: begin
                alu_o = 1'b1; 
                rf_we_o = 1'b1; 
                case(op_ext)
                    ADD: begin 
                        alu_op_o = 4'b0001; 
                    end 
                    AND: begin 
                        alu_op_o = 4'b0010; 
                    end 
                    OR: begin 
                        alu_op_o = 4'b0100; 
                    end 
                    XOR: begin 
                        alu_op_o = 4'b1000; 
                    end 
                    SUB: begin 
                        alu_op_o = 4'b0001;                         
                        sub_o = 1'b1; 
                    end 
                    CMP: begin 
                        alu_op_o = 4'b0001; 
                        sub_o = 1'b1; 
                        rf_we_o = 1'b0; 
                    end
                    MOV: begin 
                        mov_o = 1'b1; 
                        alu_op_o = 4'b0001; 
                        alu_o = 1'b1; 
                        rf_we_o = 1'b1; 
                    end 
                    default: begin 
                    end 
                endcase
            end 
            SHIFT: begin
                shift_o = 1'b1;
                rf_we_o = 1'b1;
                casez(op_ext)
                    4'b0100: begin   
                        lsh_o = 1'b1;
                    end
                    4'b000?: begin   
                        lshi_o = 1'b1;
                    end
                    default: begin
                    end
                endcase
            end
            MOVI: begin 
                mov_o = 1'b1; 
                lui_o = 1'b1; 
                alu_imm_o = 1'b1; 
                alu_op_o = 4'b0001;
                alu_o = 1'b1;  
                rf_we_o = 1'b1;       
            end 
            LUI: begin 
                shift_o = 1'b1;
                lui_o = 1'b1; 
                rf_we_o = 1'b1; 
            end 
            MEM: begin 
                case(op_ext) 
                    LOAD: begin 
                        mem_o = 1'b1; 
                        rf_we_o = 1'b1;
                    end 
                    4'b0100: begin  
                        mem_o = 1'b1;  
                        rf_we_o = 1'b0; 
                        dmem_we = 1'b0; 
                    end 
                    JAL: begin 
                        rf_we_o = 1'b1; 
                        pc_o = 1'b1; 
                        jcond_o = 1'b1; 
                    end  
                    JCOND: begin
                        case(branch_condition)
                            EQ: begin 
                                jcond_o = (Z_B==0) ? 1'b1 : 1'b0; 
                            end 
                            NE: begin 
                                jcond_o = (Z_B==1) ? 1'b1 : 1'b0; 
                            end 
                            GE: begin 
                                jcond_o = (N==1 || Z_B==0) ? 1'b1 : 1'b0; 
                            end 
                            GT: begin 
                                jcond_o = (N==1) ? 1'b1 : 0; 
                            end   
                            LE: begin 
                                jcond_o = (N==0) ? 1'b1 : 1'b0; 
                            end 
                            FS: begin 
                                jcond_o = (F==1) ? 1'b1 : 1'b0; 
                            end 
                            FC: begin 
                                jcond_o = (F==0) ? 1'b1 : 1'b0; 
                            end 
                            LT: begin 
                                jcond_o = (N==0 && Z_B==1) ? 1'b1 : 1'b0; 
                            end 
                            default: begin 
                            end 
                        endcase
                    end 
                endcase
            end 
            BCOND: begin 
                case(branch_condition)
                    EQ: begin 
                        bcond_o = (Z_B==0) ? 1'b1 : 1'b0; 
                    end 
                    NE: begin 
                        bcond_o = (Z_B==1) ? 1'b1 : 1'b0; 
                    end 
                    GE: begin 
                        bcond_o = (N==1 || Z_B==0) ? 1'b1 : 1'b0; 
                    end
                    GT: begin 
                        bcond_o = (N==1) ? 1'b1 : 1'b0; 
                    end   
                    LE: begin 
                        bcond_o = (N==0) ? 1'b1 : 1'b0; 
                    end 
                    FS: begin 
                        bcond_o = (F==1) ? 1'b1 : 1'b0; 
                    end 
                    FC: begin 
                        bcond_o = (F==0) ? 1'b1 : 1'b0; 
                    end 
                    LT: begin 
                        bcond_o = (N==0 && Z_B==1) ? 1'b1 : 1'b0; 
                    end 
                    default: begin 
                    end  
                endcase
            end 
            default: begin 
            end  
        endcase 
        branch_flush = bcond_o | jcond_o;
    end 
endmodule
==> flow/run.sh <==
#!/bin/bash
# OpenROAD 26Q1-2900-gdf79404cd8, Yosys 0.63+post, stock flow scripts
make -C /OpenROAD-flow-scripts/flow DESIGN_CONFIG=/design/flow/config.mk WORK_HOME=/design/flow/orfs finish
==> flow/config.mk <==
export PLATFORM = sky130hd
export DESIGN_NAME = decoder
export DESIGN_NICKNAME = decoder
export VERILOG_FILES = /design/flow/design.v
export SDC_FILE = /design/flow/constraint.sdc
export NUM_CORES = 4
export LEC_CHECK = 1
export CORE_UTILIZATION = 50
==> flow/constraint.sdc <==
current_design decoder

set clk_period 4.0
set clk_io_pct 0.2

create_clock -name clk0 -period $clk_period [get_ports {clk}]

set non_clock_inputs [all_inputs -no_clocks]
set_input_delay [expr $clk_period * $clk_io_pct] -clock clk0 $non_clock_inputs
set_output_delay [expr $clk_period * $clk_io_pct] -clock clk0 [all_outputs]
==> results.txt <==
fresh numbers from the pnr run: Core Util at FP a little over half, unrepaired setup endpoints after global routing no, Die Height about 63 µm, IO buf count slightly below 100, vias in the first global route 1887, Pwr Density a little over 300 nW/µm², Post-Route Utilization a little under nine tenths, # DRC 0, Ports slightly below 100, Setup-failing EPs final 0, H-tree depth 2, Warnings, synthesis 1, worst min path class flop to flop, post-CTS sizing 0, worst stage delay on the critical path approximately 470 ps, via count about 2200, Final HPWL DP ~3400 µm, status complete, no violations, post-synthesis cell count 256, largest net degree at the start of global routing 26, count of unique library cells instantiated by Yosys 39, Worst-Margin Slew roughly 740 ps, crit path DRT approximately 3200 ps, Log Warnings 43, Rel. slew slack 50.3%, Synth async-reset ratio 0%, clk sinks 36, final std cells w/o fill approximately 400, GR Overflow Total 0, ANT cells 0, FP Rows 21, initial DRC count around 190, die area 4020 µm², crit-path leading delay family buffers and inverters, post-synthesis sequential area ratio a little under two fifths, Syn Area/Cell 7.37 µm², final setup skew roughly 90 ps, Worst Path Buf+Inv 1, dpl ws -3.16 ps, Worst-Skew Late Latency around 380 ps, TritonRoute pass-1 iters 4, worst path cell trace clkdlybuf4s50_1, Setup Total Neg Slack 0 ps, Synthesized registers 36, Worst Setup Path Type flop to primary output, fin area 2990 µm², placed insts about 380, vias per std cell approximately 5.5, Final Max Slew Viols 0, Worst path slowest cell clkdlybuf4s50_1, Hold WS between 400 and 500 ps, grt met3 use 4.41%, Lkg Pwr roughly 1.1 nW, initial antenna violation count 0, Routed WL 5390 µm, setup bufs post-CTS 0, kind of start point of the critical path flop, CTS tree done, grt met2 use 43.2%, register clock-pin slew on the reported worst setup and hold paths 80 ps, CP Max Fanout 1, Post-DP Area roughly 2800 µm², CTS root buf clkbuf_8, CTS buffer count 5, DR WL/cell ~13 µm, max-capacitance violation count 0, Core Area about 3500 µm², Max VDD drop roughly 0.21 mV, CTS Hold Buffers Added 0, ys flop type dfxtp_1, chip area in the Yosys report 1890 µm², post-route setup slack approximately 51 ps, Routed Antenna Nets 0, ys cells ~260, routing usage on met1 44.1%, synthesized cell area between 1500 and 2000 µm², GRT busiest layer met1, Post-synth EDFFs 0, chip width about 63 µm, Placer Congestion 0.774, final number of hold-violating endpoints 0, first-pass GRT wire length ~9000 µm, layout cell share with drive strength beyond 1 between 7 and 8%, GRT Total Usage 28.2%, Longest Clk Path Bufs 2, CP arrival between 3000 and 4000 ps, Pwr Total roughly 0.9 mW, synthesis-to-finish area growth 58.3%, crit end category primary output
[registers in the layout, indices dropped and copies added (netlist names)]
register	count
F	1
N	1
Z_B	1
inst	16
scan_o	1
slave_we_o	16
[power breakdown]
part | internal (mW) | switching, mW
logic | 0.0920 | 0.0544
registers | 0.374 | 0.0316
clock network | 0.148 | 0.202
[area by class of cell]
class / instances / area, µm²
clock inverter: 19 / 86.3
sequential: 36 / 721
inverter: 1 / 3.75
timing repair buffer: 101 / 1000
multi-input combinational: 194 / 1050
tap: 46 / 57.6
clock buffer: 5 / 68.8
fill: 189 / 483
[cells in the final DEF (no fill, tap or decap), types with 3 or more instances in the layout]
cell	netlist	routed
nand2_1	35	35
mux2i_1	3	3
nand3b_1	3	3
a21oi_1	10	10
nor3_1	22	22
dfxtp_1	36	36
nor2_1	40	40
inv_1	2	17
buf_4	1	4
nor4b_1	4	4
clkbuf_8	0	5
nand3_1	22	22
nand2b_1	11	11
o21ai_2	10	10
clkdlybuf4s50_1	0	97
o21ai_0	6	6
nor4_1	3	3
[per-layer routing]
layer | share of wire [%] | wire [µm]
met1 | 45 | 2420
met2 | 47 | 2530
met3 | 7.0 | 377
met4 | 1.3 | 69
met5 | 0 | 0
[cell families (layout without fill, tap and decap cells)]
group | after synthesis | count (layout) | synth area share [%]
multiplexers | 3 | 3 | 1.59
flip-flops | 36 | 36 | 38.2
AND-OR/OR-AND | 34 | 34 | 12.4
buffers and inverters | 26 | 126 | 6.24
AND/OR/NAND/NOR | 157 | 157 | 41.5
[final timing paths]
kind                            slack [ps]                      start                   endpoint  cells past startpoint
worst max-delay path                    50  slave_we_o[12]$_SDFF_NN0_             slave_we_o[12]                      1
worst min-delay path                   470             F$_SDFFE_PP0N_             F$_SDFFE_PP0N_                      2
worst min register to register         470             F$_SDFFE_PP0N_             F$_SDFFE_PP0N_                      2
worst max register to register         660        inst[11]$_SDFF_PN0_  slave_we_o[10]$_SDFF_NN0_                      2
[synth_stat cells, types with 4 or more instances]
| master | number | area (µm²) |
|---|---|---|
| clkbuf_1 | 19 | 71.3 |
| nand3_1 | 22 | 110 |
| nand2_1 | 35 | 131 |
| dfxtp_1 | 36 | 721 |
| o21ai_0 | 6 | 30.0 |
| a21oi_1 | 10 | 50.1 |
| o21ai_2 | 10 | 87.6 |
| nand2b_1 | 11 | 68.8 |
| nor3_1 | 22 | 110 |
| nor4b_1 | 4 | 35.0 |
| nor2_1 | 40 | 150 |
Power is estimated from default activity; no workload was simulated.
