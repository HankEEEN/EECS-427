$ cat ./design.v
module controller(
    input logic clk, 
    input logic rst, 
    input logic Z_in, 
    input logic N_in, 
    input logic F_in, 
    input logic [15:0] inst_in, 
    output logic Z, 
    output logic N, 
    output logic F, 
    output logic [15:0] inst_out, 
    output logic [7:0] imm8
); 
    always_ff @(posedge clk) begin 
        if(rst) begin 
            Z <= 0;
            F <= 0; 
            N <= 0; 
            inst_out <= '0;  
            imm8 <= '0;    
        end else begin 
            Z <= Z_in; 
            F <= F_in; 
            N <= N_in;
            inst_out <= inst_in[15:0]; 
            imm8 <= inst_in[7:0];       
        end 
    end 
endmodule
$ cat ./run.sh
#!/bin/bash
# OpenROAD 26Q1-2900-gdf79404cd8, Yosys 0.63+post, stock flow scripts
make -C /OpenROAD-flow-scripts/flow DESIGN_CONFIG=/design/flow/config.mk WORK_HOME=/design/flow/orfs finish
$ cat ./config.mk
export PLATFORM = sky130hd
export DESIGN_NAME = controller
export DESIGN_NICKNAME = controller
export VERILOG_FILES = /design/flow/design.v
export SDC_FILE = /design/flow/constraint.sdc
export NUM_CORES = 4
export LEC_CHECK = 1
export CORE_AREA = 10 10 72 72
export DIE_AREA = 0 0 82 82
$ cat ./constraint.sdc
current_design controller

set clk_period 1.0
set clk_io_pct 0.2

create_clock -name clk0 -period $clk_period [get_ports {clk}]

set non_clock_inputs [all_inputs -no_clocks]
set_input_delay [expr $clk_period * $clk_io_pct] -clock clk0 $non_clock_inputs
set_output_delay [expr $clk_period * $clk_io_pct] -clock clk0 [all_outputs]
==> flow_metrics.env <==
# yosys + openroad results
export IMPL_relSlewSlack_pct=93.3
export IMPL_p_leak_nw=0.470
export IMPL_p_total_mw=1.50
export IMPL_design_area_um2=1120
export IMPL_ys_chip_area_um2=577
export IMPL_syn_area_um2=577
export IMPL_swShare_pct=16.8
export IMPL_setup_viol=0
export IMPL_required_ns=0.80
export IMPL_p_switching_mw=0.252
export IMPL_tightest_slew_ns=0.100
export IMPL_drive_gt1_share_pct=17.6
export IMPL_grt_max_degree=11
export IMPL_dpl_cell_area_um2=1070
export IMPL_powerDensity_nw_per_um2=1340
export IMPL_cts_sinks=19
export IMPL_antenna_found_initial=0
export IMPL_cts_buffers=3
export IMPL_fp_dieW_um=82
export IMPL_slowest_stage="dfxtp_2"
export IMPL_outcome="completed"
export IMPL_final_hold_viol_count=0
export IMPL_p_int_mw=1.25
export IMPL_viasPerCell=3.21
export IMPL_seqPwrFrac_pct=54.5
export IMPL_cts_max_level=1
export IMPL_worstPathCellList="dlygate4sd2_1"
export IMPL_via_count=446
export IMPL_grt_overflow_total=0
export IMPL_whs_path_depth=2
export IMPL_remaining_drc_errors=0
export IMPL_drt_first_iter_violations=2
export IMPL_cp_start_kind="flop"
export IMPL_clk_pin_slew_worst_paths_ns=0.06
export IMPL_final_core_util_pct=30.3
export IMPL_cts_tree="built"
export IMPL_numSynthFlops=19
export IMPL_port_buffers=47
export IMPL_cpLargestDelayFamily="flip-flops"
export IMPL_path_class="flop to primary output"
export IMPL_tool_warnings=26
export IMPL_synth_cell_types=4
export IMPL_coreArea_um2=3690
export IMPL_timing_hold_ws_ns=0.504
export IMPL_min_path_type="input port to flop"
export IMPL_area_delta_synth_final_pct=93.7
export IMPL_synth_area_per_cell_um2=12.3
export IMPL_worstPathArrival_ns=0.78
export IMPL_p_clk_share_pct=32.3
export IMPL_totalWireLength_mm=1.55
export IMPL_worst_path_largest_cell_delay_ns=0.31
export IMPL_yosysWarnings=1
export IMPL_fin_crit_ns=0.980
export IMPL_ys_seq_share_pct=65.9
export IMPL_pwr_share_comb_pct=13.2
export IMPL_antenna_cells=0
export IMPL_path_max_fanout=2
export IMPL_grt_pass1_wl_mm=2.44
export IMPL_max_cap_viol_count=0
export IMPL_grt_usage_pct=4.68
export IMPL_final_cell_mix="24 x clkdlybuf4s15_1, 20 x clkdlybuf4s50_1, 11 x nor2b_1"
export IMPL_rsz0062_at_grt="yes"
export IMPL_io_pins=48
export IMPL_fp_util_pct=15.6
export IMPL_ant_nets=0
export IMPL_maxSlewViolCount=0
export IMPL_crit_buf_inv=1
export IMPL_tns_ns=0
export IMPL_postCtsSetupBuffers=0
export IMPL_synthCells=47
export IMPL_root_buffer="clkbuf_8"
export IMPL_ctsHoldBuffers=0
export IMPL_min_period_over_period_pct=98.0
export IMPL_gp_congestion=0.722
export IMPL_cp_depth=1
export IMPL_row_count=22
export IMPL_layout_top_cell="clkdlybuf4s15_1"
export IMPL_die_area_um2=6720
export IMPL_first_pass_iters=3
export IMPL_dieHeight_um=82
export IMPL_avgRoutedWirePerCell_um=11.1
export IMPL_max_freq_ghz=1.02
export IMPL_first_global_vias=540
export IMPL_end_kind="primary output"
export IMPL_yosysCellCount=47
export IMPL_clock_path_buffers=2
export IMPL_ir_drop_mv=0.611
## area by class of cell
type	count	area (um^2)
multi-input cells	19	129
well taps	48	60.1
fillers	384	2570
clock buffers	4	45.0
flip-flops and latches	19	393
repair buffers	49	490
## cell families after synthesis
logic type	share of synthesized area (%)
buffers and inverters	11.7
AND/OR/NAND/NOR	22.3
flip-flops	65.9
## registers in the layout, indices dropped and copies added (netlist names)
register	count
inst_out	16
F	1
N	1
Z	1
## routing by layer
metal | track usage (%) | wire length, um
met1 | 3.52 | 419
met2 | 8.93 | 835
met3 | 4.07 | 290
met4 | 0.340 | 0
met5 | 0 | 0
## what timing repair did
item                                    CTS  global route
endpoints found under the setup margin   27            22
resized                                  41            22
hold endpoints to repair                  0             0
## power by group through the flow
stage,clock (mW),sequential [mW],combinational [mW]
4_1_cts,0.502,0.815,0.198
6_report,0.483,0.816,0.198
5_1_grt,0.559,0.821,0.217
## synth_stat cells
cell type | number | share of area [%]
dfxtp_1 | 19 | 66
nor2b_1 | 11 | 12
buf_4 | 9 | 12
and2b_1 | 8 | 10
## final timing paths
kind	from	endpoint
worst max-delay path	inst_out[0]$_SDFF_PP0_	inst_out[0]
worst min-delay path	inst_in[6]	inst_out[6]$_SDFF_PP0_
## per-stage QoR
step | worst slack, ns | instances
floorplan | 0.420 | 47
global placement | -0.0966 | 135
detailed placement | -0.108 | 135
CTS | 0.00185 | 139
global route | -0.0390 | 139
finish | 0.0200 | 139
Power figures rest on the tool's default switching activity, not on a simulated workload.
